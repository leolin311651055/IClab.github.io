===== config.mk =====
export PLATFORM = sky130hd
export DESIGN_NAME = CLK_2_MODULE
export DESIGN_NICKNAME = CLK_2_MODULE
export VERILOG_FILES = /design/flow/design.v
export SDC_FILE = /design/flow/constraint.sdc
export NUM_CORES = 4
export LEC_CHECK = 1
export CORE_UTILIZATION = 50

===== constraint.sdc =====
current_design CLK_2_MODULE

set clk_period 2.8
set clk_io_pct 0.2

create_clock -name clk0 -period $clk_period [get_ports {clk}]

set non_clock_inputs [all_inputs -no_clocks]
set_input_delay [expr $clk_period * $clk_io_pct] -clock clk0 $non_clock_inputs
set_output_delay [expr $clk_period * $clk_io_pct] -clock clk0 [all_outputs]

===== design.v =====
module CLK_1_MODULE (
    clk,
    rst_n,
    in_valid,
    seed_in,
    out_idle,
    out_valid,
    seed_out,
    clk1_handshake_flag1,
    clk1_handshake_flag2,
    clk1_handshake_flag3,
    clk1_handshake_flag4
);
input clk;
input rst_n;
input in_valid;
input [31:0] seed_in;
input out_idle;
output reg out_valid;
output reg [31:0] seed_out;
reg [31:0] seed_reg;
input clk1_handshake_flag1;
input clk1_handshake_flag2;
output clk1_handshake_flag3;
output clk1_handshake_flag4;
parameter IDLE          = 0;
parameter WAIT_OUT_IDLE = 1;
reg [1:0] current_state;
reg [1:0] next_state;
always@(*) begin
    if(!rst_n) next_state = IDLE;
    else if(current_state == IDLE) begin
        if(in_valid) next_state = WAIT_OUT_IDLE;
        else next_state = current_state;
    end
    else if(current_state == WAIT_OUT_IDLE) begin
        if(out_idle) next_state = IDLE;
        else next_state = current_state;
    end
    else next_state = current_state;
end
always@(posedge clk or negedge rst_n) begin
    if(!rst_n) current_state <= IDLE;
    else current_state <= next_state;
end
always@(posedge clk or negedge rst_n) begin
    if(!rst_n) seed_reg <= 0;
    else if(in_valid) seed_reg <= seed_in;
    else seed_reg <= seed_reg;
end
always@(*) begin
    if(!rst_n) seed_out = 0;
    else if(current_state == WAIT_OUT_IDLE && out_idle) seed_out = seed_reg;
    else seed_out = 0;
end
always@(*) begin
    if(!rst_n) out_valid = 0;
    else if(current_state == WAIT_OUT_IDLE && out_idle) out_valid = 1;
    else out_valid = 0;
end
endmodule
module CLK_2_MODULE (
    clk,
    rst_n,
    in_valid,
    fifo_full,
    seed,
    out_valid,
    rand_num,
    busy,
    handshake_clk2_flag1,
    handshake_clk2_flag2,
    handshake_clk2_flag3,
    handshake_clk2_flag4,
    clk2_fifo_flag1,
    clk2_fifo_flag2,
    clk2_fifo_flag3,
    clk2_fifo_flag4
);
input clk;
input rst_n;
input in_valid;
input fifo_full;
input [31:0] seed;
output out_valid;
output [31:0] rand_num;
output busy;
reg out_valid;
reg busy;
input handshake_clk2_flag1;
input handshake_clk2_flag2;
output handshake_clk2_flag3;
output handshake_clk2_flag4;
input clk2_fifo_flag1;
input clk2_fifo_flag2;
input clk2_fifo_flag3;
input clk2_fifo_flag4;
parameter IDLE    = 0;
parameter COMPUTE = 1;
reg  [5:0] current_state;
reg  [5:0] next_state;
always@(*) begin
    if(!rst_n) next_state = IDLE;
    else if(current_state == IDLE) begin
        if(in_valid) next_state = COMPUTE;
        else next_state = current_state;
    end
    else if(current_state == COMPUTE) begin
        if(clk2_fifo_flag3) next_state = IDLE;
        else next_state = current_state;
    end
    else next_state = current_state;
end
always@(posedge clk or negedge rst_n) begin
    if(!rst_n) current_state <= IDLE;
    else current_state <= next_state;
end
reg  [31:0] x_seed ;
wire [31:0] x_seed_1, x_seed_2 ;
assign x_seed_1 = x_seed  ^ (x_seed << 13) ; 
assign x_seed_2 = x_seed_1 ^ (x_seed_1 >> 17) ;
assign rand_num    = x_seed_2 ^ (x_seed_2 << 5) ;
always@(posedge clk or negedge rst_n) begin
    if(!rst_n) x_seed <= 0;
    else if(current_state == IDLE && !in_valid) x_seed <= 0;
    else if(current_state == IDLE && in_valid) x_seed <= seed;
    else if(current_state == COMPUTE && ~fifo_full) x_seed <= rand_num;
    else x_seed <= x_seed;
end
always@(*) begin
    if(!rst_n) busy = 0;
    else if(current_state == COMPUTE && ~fifo_full) busy = 1;
    else if(current_state == COMPUTE && fifo_full) busy = 0;
    else busy = 0;
end
always@(*) begin
    if(!rst_n) out_valid = 0;
    else if(current_state == COMPUTE && ~fifo_full) out_valid = 1;
    else if(current_state == COMPUTE && fifo_full) out_valid = 0;
    else out_valid = 0;
end
endmodule
module CLK_3_MODULE (
    clk,
    rst_n,
    fifo_empty,
    fifo_rdata,
    fifo_rinc,
    out_valid,
    rand_num,
    fifo_clk3_flag1,
    fifo_clk3_flag2,
    fifo_clk3_flag3,
    fifo_clk3_flag4
);
input clk;
input rst_n;
input fifo_empty;
input [31:0] fifo_rdata;
output fifo_rinc;
output reg out_valid;
output reg [31:0] rand_num;
input fifo_clk3_flag1;
input fifo_clk3_flag2;
input fifo_clk3_flag3;
input fifo_clk3_flag4;
wire fifo_rinc;
assign fifo_rinc = (fifo_empty) ? 0 : 1 ;
always@(posedge clk or negedge rst_n) begin
    if(!rst_n) out_valid <= 0;
    else if(fifo_clk3_flag4) out_valid <= 1;
    else out_valid <= 0;
end
always@(posedge clk or negedge rst_n) begin
    if(!rst_n) rand_num <= 0;
    else if(fifo_clk3_flag4) rand_num <= fifo_rdata;
    else rand_num <= 0;
end
endmodule

===== run.sh =====
#!/bin/bash
# OpenROAD 26Q1-2900-gdf79404cd8, Yosys 0.63+post, stock flow scripts
make -C /OpenROAD-flow-scripts/flow DESIGN_CONFIG=/design/flow/config.mk WORK_HOME=/design/flow/orfs finish

==> results.sh <==
# physical design summary
export IMPL_status="complete, no violations"
export IMPL_drt_wl_total_um=5510
export IMPL_tns_ns=0
export IMPL_ys_sh_xor=0.357
export IMPL_finalWeightedCongestion=0.788
export IMPL_clk_path_buf_depth=2
export IMPL_hold_viol=0
export IMPL_leakagePower_nw=1.36
export IMPL_grt_max_degree=37
export IMPL_maxCapViolCount=0
export IMPL_area_growth_pct=34.0
export IMPL_drtIter0Drc=88
export IMPL_drc_errors=0
export IMPL_powerDensity_mw_per_mm2=640
export IMPL_row_count=24
export IMPL_fin_skew_ns=0.00307
export IMPL_synth_most_common_cell="xnor2_1"
export IMPL_grt_use_total=0.245
export IMPL_hp_class="register to register"
export IMPL_final_max_slew_viol_count=0
export IMPL_cts_tree="built"
export IMPL_cts_buffers=5
export IMPL_fp_util=0.534
export IMPL_placed_cell_area_mm2=0.00315
export IMPL_worstPathRequired_ns=2.24
export IMPL_drive_gt1_frac=0.0936
export IMPL_combPwrFrac=0.537
export IMPL_cts_hold_buf=0
export IMPL_worstSetupEndpointType="primary output"
export IMPL_ys_sh_simple=0.0904
export IMPL_setup_viol=0
export IMPL_rsz0062_at_grt="false"
export IMPL_ir_drop_uv=346
export IMPL_crit_arrival_ns=2.06
export IMPL_worst_slew_pin_slew_ns=0.673
export IMPL_relSlewSlack=0.551
export IMPL_die_w_um=71.4
export IMPL_start_kind="register"
export IMPL_p_sw_uw=597
export IMPL_io_buffers=70
export IMPL_holdWs_ns=0.557
export IMPL_finalCritPeriodShare=0.934
export IMPL_h_tree_depth=2
export IMPL_die_h_um=71.4
export IMPL_openroad_warnings=31
export IMPL_antenna_found_initial=0
export IMPL_drt_wirelength_per_cell_um=15.7
export IMPL_ys_cells=232
export IMPL_crit_fanout=5
export IMPL_switching_share=0.289
export IMPL_dr_pass1_iters=26
export IMPL_power_frac_seq=0.301
export IMPL_top_logic_kind="XOR/XNOR gates"
export IMPL_grt_pass1_wl_um=9230
export IMPL_flop_cell="dfrtp_1"
export IMPL_dp_hpwl_um=3840
export IMPL_aoi_share=0.117
export IMPL_syn_inst=232
export IMPL_synth_edff_count=0
export IMPL_vias=1835
export IMPL_synth_chip_area_mm2=0.00241
export IMPL_path_class="register to primary output"
export IMPL_p_int_mw=1.47
export IMPL_fin_area_mm2=0.00323
export IMPL_ys_flops=34
export IMPL_seq_area_frac_synth=0.354
export IMPL_mux_share=0.0416
export IMPL_coreArea_mm2=0.00450
export IMPL_synthesis_area_mm2=0.00241
export IMPL_cts_sinks=34
export IMPL_clk_pin_slew_ns=0.06
export IMPL_viasPerCell=5.23
export IMPL_clkLatencyLatePin_ns=0.28
export IMPL_synth_top_area_share=0.343
export IMPL_overflow=0
export IMPL_grt_pass1_vias=1832
export IMPL_post_synth_main_area_contributors="dfrtp_1 34%, xnor2_1 14%, xnor3_1 5.6%"
export IMPL_yosysWarnings=3
export IMPL_cts_resized=0
export IMPL_max_freq_mhz=382
export IMPL_synthAdderAreaFrac=0
export IMPL_min_period_ns=2.62
export IMPL_ant_nets=0
export IMPL_synthArstFlopShare=1.00
export IMPL_boundaryPins=78
export IMPL_die_area_mm2=0.00510
export IMPL_yosysTopAreaCell="dfrtp_1"
export IMPL_synth_cell_types=33
export IMPL_avgSynthCellArea_um2=10.4
export IMPL_cts_root_buffer="clkbuf_8"
export IMPL_yosys_top_cells_count="38 x xnor2_1, 33 x dfrtp_1, 26 x nand2_1, 26 x o21ai_0"
export IMPL_n_antenna_cell=0
export IMPL_p_clk_frac=0.162
export IMPL_post_cts_setup_buffers=0
-- per-layer routing --
layer | wire (µm) | vias to the layer above | global-route usage
met2 | 2610 | 73 | 0.376
li1 | - | 901 | -
met1 | 2540 | 861 | 0.399
met4 | 0 | 0 | 0.0156
met3 | 359 | 0 | 0.0528
met5 | 0 | - | 0
-- state kept, by name, summed over array words and instances, names as in the netlist --
register,cells
current_state,2
x_seed,32
-- cells in the final DEF (no fill, tap or decap), types with 3 or more instances in the layout --
master            n
clkdlybuf4s50_1  70
a21o_1            3
a221o_1           5
buf_4             8
xnor2_2           8
nor2_1           13
o21ai_1           4
nand2_1          26
a32o_1            3
mux2i_1          10
xor2_2            3
and3_1            5
xnor2_1          38
clkbuf_8          5
dfrtp_1          33
o21ai_0          26
xnor3_1           6
xor2_1           13
-- final timing paths --
path,from,endpoint,slack [ns],cells after the start
min reg2reg,current_state[1],current_state[0],0.56,2
max in group asynchronous,rst_n,current_state[0],1.75,2
min in group asynchronous,rst_n,current_state[1],0.72,2
min,current_state[1],current_state[0],0.56,2
max reg2reg,current_state[0],x_seed[15],1.05,4
max,x_seed[6],rand_num[19],0.18,3
-- kinds of logic (layout without fill, tap and decap cells) --
kind of cell / Yosys count / count (layout)
XOR/XNOR: 72 / 72
AND-OR/OR-AND: 45 / 45
multiplexers: 10 / 10
other: 1 / 2
buffers and inverters: 20 / 86
AND/OR/NAND/NOR: 50 / 50
flip-flops: 34 / 34
-- power by group through the flow --
| stage | Clock [mW] | Sequential (mW) | Combinational, mW |
|---|---|---|---|
| 4_1_cts | 0.345 | 0.622 | 1.12 |
| 5_1_grt | 0.376 | 0.630 | 1.21 |
| 6_report | 0.336 | 0.622 | 1.11 |
-- metrics by stage --
step,power [mW],setup WS (ns),util,std cells
2_1_floorplan,1.14,1.06,-,233
3_3_place_gp,1.74,0.501,0.699,344
3_5_place_dp,1.74,0.496,0.699,344
4_1_cts,2.09,0.181,0.716,351
5_1_grt,2.22,0.0899,0.716,351
6_report,2.07,0.184,0.716,351
-- cell type report --
cell class / count / area, µm²
Sequential cell: 34 / 852
Multi-Input combinational cell: 179 / 1470
Tap cell: 52 / 65.1
Clock buffer: 7 / 76.3
Fill cell: 343 / 1280
Timing Repair Buffer: 78 / 761
Inverter: 1 / 3.75
-- critical path, stage by stage, from the launching register on --
cell	delay [ns]
dfrtp_1	0.45
xnor2_2	0.39
xor3_1	0.51
clkdlybuf4s50_1	0.42
Power figures rest on the tool's default switching activity, not on a simulated workload.
